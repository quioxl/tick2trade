[design/flow/config.mk]
export PLATFORM = sky130hd
export DESIGN_NAME = cmp
export DESIGN_NICKNAME = cmp
export VERILOG_FILES = /design/flow/design.v
export SDC_FILE = /design/flow/constraint.sdc
export NUM_CORES = 4
export LEC_CHECK = 1
export CORE_UTILIZATION = 40
[design/flow/constraint.sdc]
current_design cmp

set clk_period 4.2
set clk_io_pct 0.2

create_clock -name clk0 -period $clk_period [get_ports {clk}]

set non_clock_inputs [all_inputs -no_clocks]
set_input_delay [expr $clk_period * $clk_io_pct] -clock clk0 $non_clock_inputs
set_output_delay [expr $clk_period * $clk_io_pct] -clock clk0 [all_outputs]
[design/flow/run.sh]
#!/bin/bash
# OpenROAD 26Q1-2900-gdf79404cd8, Yosys 0.63+post, stock flow scripts
make -C /OpenROAD-flow-scripts/flow DESIGN_CONFIG=/design/flow/config.mk WORK_HOME=/design/flow/orfs finish
[design/flow/design.v]
package tts_pkg;
  parameter  CMD_B             = 248;
  parameter  RAM_B             = 240;
  parameter  ADDR_B            = 224;
  parameter  RES_B             = 216;
  parameter  BYTE_EN_B         = 192;
  parameter  DATA_B            = 0;
  parameter  CMD_NUM_BYTES     = 1;
  parameter  RAM_NUM_BYTES     = 1;
  parameter  ADDR_NUM_BYTES    = 2;
  parameter  RES_NUM_BYTES     = 1;
  parameter  BYTE_EN_NUM_BYTES = 3;
  parameter  DATA_NUM_BYTES    = 24;
  typedef enum bit [7:0] {
    SRCB = 8'd1,              
    PRCB = 8'd2,              
    VRCB = 8'd4,              
    ORCB = 8'd8               
  } t_RAM_ENCODING;
  typedef enum {
    WAIT,
    LD,
    CMP
  } t_sef_st;
  typedef struct packed {
    logic         [CMD_NUM_BYTES*8-1:0] cmd;
    logic         [RAM_NUM_BYTES*8-1:0] ram;
    logic          [ADDR_NUM_BYTES*8:0] addr;
    logic           [RES_NUM_BYTES*8:0] res;
    logic     [BYTE_EN_NUM_BYTES*8-1:0] byte_en;
    logic        [DATA_NUM_BYTES*8-1:0] data;
  } t_host_msg_map;
endpackage
package t2t_pkg;
  parameter MSG_TYPE_BYTES   = 3;
  parameter MSG_SYMID_BYTES  = 2;
  parameter MSG_PRICE1_BYTES = 3;
  parameter MSG_PRICE2_BYTES = 5;
  parameter MSG_PRICE_BYTES  = MSG_PRICE1_BYTES + MSG_PRICE2_BYTES;
  parameter MSG_VOL2_BYTES   = 3;
  parameter MSG_VOL3_BYTES   = 1;
  parameter MSG_VOL_BYTES    = MSG_VOL2_BYTES + MSG_VOL3_BYTES;
  parameter MSG_WIDTH   = 64;
  parameter MSG_TYPE    = 40;
  parameter MSG_SYMID   = 24;
  parameter MSG_PRICE   = 24;
  parameter MSG_VOL     = 56;
  typedef struct packed {
    bit [(MSG_TYPE_BYTES*8)-1  :0]  msg_type;
    bit [(MSG_SYMID_BYTES*8)-1 :0]  symid;
    bit [(MSG_PRICE1_BYTES*8)-1:0]  price_up;
  } t_msg_beat1;
  typedef struct packed {
    bit [(MSG_PRICE2_BYTES*8)-1:0] price_dn;
    bit [(MSG_VOL2_BYTES*8)-1  :0] vol_up;
  } t_msg_beat2;
  typedef struct packed {
    bit [(MSG_VOL3_BYTES*8)-1:0] vol_dn;
    bit [MSG_VOL-1           :0] unused;
  } t_msg_beat3;
  typedef union packed {
    t_msg_beat1                 beat1;
    t_msg_beat2                 beat2;
    t_msg_beat3                 beat3;
    bit         [MSG_WIDTH-1:0] raw;
  } t_dec_msg;
  parameter  MSG_NEW           = 24'h4E_45_57;  
  typedef struct packed {
    logic      valid;
    logic      sop;
    logic      eop;
    t_dec_msg  data;
  } t_avalon_msg;
endpackage
interface order_interface #( parameter DATA_WIDTH = 128);
  logic                    clk;
  logic                    reset_n;
  logic [(DATA_WIDTH-1):0] data;
  logic                    ready;
  logic                    valid;
endinterface
import tts_pkg::*;
module cmp #(
  parameter CMP_RAM_WIDTH  = 64,   
  parameter CMP_CYCA_WIDTH = 24,   
  parameter CMP_REG_CYCB   = 0,    
  parameter CMP_PIPE       = 0     
) (
  input                              clk,          
  input                              reset_n,      
  input  bit [CMP_RAM_WIDTH-1    :0] rcb_data,     
  input  bit [(CMP_RAM_WIDTH/2)-1:0] tts_field,    
  input  bit                         sef_load_a,   
  input  bit                         sef_load_b,   
  output bit                         cmp_pass      
);
  localparam FLD_HI = (CMP_RAM_WIDTH/2) - 1;
  localparam FLD_LO = (CMP_RAM_WIDTH/2) - CMP_CYCA_WIDTH;
  reg  [FLD_HI:0] field_q;
  reg             load_b_q;
  wire [FLD_HI:0] compare_val;
  wire            field_lt_max, field_gt_min;
  always @(posedge clk) begin
    if      (!reset_n)   field_q                <= '0;
    else if (sef_load_a) field_q[FLD_HI:FLD_LO] <= tts_field[FLD_HI:FLD_LO];
    else if (sef_load_b) field_q[FLD_LO-1:0]    <= tts_field[FLD_LO-1:0];
  end
  always @(posedge clk) begin
    if (!reset_n)        load_b_q <= 1'b0;
    else if (sef_load_b) load_b_q <= 1'b1;
    else if (sef_load_a) load_b_q <= 1'b0;
  end
  if (CMP_REG_CYCB == 1) begin
    assign compare_val = field_q;
  end else begin
    assign compare_val = load_b_q ? field_q : {field_q[FLD_HI:FLD_LO],tts_field[FLD_LO-1:0]};
  end
  cmp_sub #( 
    .SUB_DATA_WIDTH  (FLD_HI+1),
    .SUB_EARLY_WIDTH (CMP_CYCA_WIDTH),
    .SUB_PIPE        (CMP_PIPE)
  ) cmp_max_i (
    .clk       (clk),
    .reset_n   (reset_n),
    .value_hi  (rcb_data[CMP_RAM_WIDTH-1:CMP_RAM_WIDTH/2]),
    .value_lo  (compare_val),
    .cond_true (field_lt_max)
  );
  cmp_sub #( 
    .SUB_DATA_WIDTH  (FLD_HI+1),
    .SUB_EARLY_WIDTH (CMP_CYCA_WIDTH),
    .SUB_PIPE        (CMP_PIPE)
  ) cmp_min_i (
    .clk       (clk),
    .reset_n   (reset_n),
    .value_hi  (compare_val),
    .value_lo  (rcb_data[(CMP_RAM_WIDTH/2)-1:0]),
    .cond_true (field_gt_min)
  );
  assign cmp_pass = field_lt_max & field_gt_min;
endmodule  
import tts_pkg::*;
module cmp_sub #(
  parameter SUB_DATA_WIDTH  = 32,   
  parameter SUB_EARLY_WIDTH = 24,   
  parameter SUB_PIPE        = 0     
) (
  input                              clk,          
  input                              reset_n,      
  input  bit [SUB_DATA_WIDTH-1:0]    value_hi,     
  input  bit [SUB_DATA_WIDTH-1:0]    value_lo,     
  output bit                         cond_true     
);
  assign cond_true = value_hi > value_lo;
endmodule  
==> results.sh <==
# flow metrics
export IMPL_max_vdd_ir_drop_v=0.0001131
export IMPL_cts_sinks=33
export IMPL_internal_power_uw=621.7
export IMPL_antenna_found_initial=0
export IMPL_synthDistinctLibCells=25
export IMPL_die_width_um=87.39
export IMPL_viasPerCell=4.698
export IMPL_cts_buffers=5
export IMPL_path_depth=11
export IMPL_setup_viol=0
export IMPL_power_uw=886.5
export IMPL_arrival_ns=3.18
export IMPL_finalWirelength_um=6874
export IMPL_first_global_vias=2462
export IMPL_max_stage_delay_ns=0.42
export IMPL_cts_root_buf="clkbuf_8"
export IMPL_warning_count=26
export IMPL_crit_family="buffers and inverters"
export IMPL_hold_path_startpoint="field_q[4]$_SDFFE_PN0P_"
export IMPL_cts_buffer_depth=2
export IMPL_setup_tns_ns=0
export IMPL_cp_max_fo=2
export IMPL_area_growth_pct=41.61
export IMPL_coreArea_um2=6907
export IMPL_rr_endpoint="load_b_q$_SDFFE_PN0P_"
export IMPL_relSlewSlack_pct=64.98
export IMPL_syn_area_per_cell_um2=8.405
export IMPL_grt_util_all_layers_pct=18.98
export IMPL_logic_area_um2=1984
export IMPL_hold_buffers=0
export IMPL_top_cell="inv_1"
export IMPL_grt_busiest_layer="met2"
export IMPL_cp_slowest_cell="clkdlybuf4s50_1"
export IMPL_routedWlPerCell_um=12.59
export IMPL_critical_path_endpoint="cmp_pass"
export IMPL_endpoint_kind="output port"
export IMPL_worstHoldPathType="flop to flop"
export IMPL_synthArstFlopShare_pct=0
export IMPL_power_share_switching_pct=29.87
export IMPL_path_buffers=3
export IMPL_dr_first_iter_drc_count=40
export IMPL_fin_crit_sh_pct=95.75
export IMPL_power_switching_uw=264.8
export IMPL_ys_dominant_reg_cell="dfxtp_1"
export IMPL_globalRouteMet1Util_pct=26.80
export IMPL_hold_viol_final=0
export IMPL_num_rows=30
export IMPL_seqPwrFrac_pct=39.1
export IMPL_yosysTopAreaCell="ha_1"
export IMPL_fill_cells=644
export IMPL_met3_usage_pct=2.885
export IMPL_dp_final_hpwl_um=5630
export IMPL_grt_pass1_wl_um=11080
export IMPL_chip_area_um2=7637
export IMPL_p_clk_share_pct=27.2
export IMPL_ys_area_um2=2917
export IMPL_cap_violations=0
export IMPL_rsz0062_at_grt="no"
export IMPL_worstHoldPathCells=2
export IMPL_edf_count=0
export IMPL_grt_max_degree=34
export IMPL_final_util_pct=59.80
export IMPL_mappedNetlistArea_um2=2917
export IMPL_worst_slew_pin_slew_ns=0.5243
export IMPL_place_area_um2=4024
export IMPL_synth_seq_cells=33
export IMPL_fin_crit_ns=4.021
export IMPL_cts_tree="yes"
export IMPL_yosysTopAreaCellShare_pct=27.46
export IMPL_drive_gt1_share_pct=3.556
export IMPL_fmax_mhz=248.7
export IMPL_synthTopCellsByCount="inv_1 (68), ha_1 (64), mux2i_1 (40)"
export IMPL_crit_type="input port to output port"
export IMPL_drc=0
export IMPL_critPathRequiredTime_ns=3.36
export IMPL_clock_latency_ns=0.28
export IMPL_fp_dieH_um=87.39
export IMPL_startpoint="tts_field[7]"
export IMPL_p_leak_uw=0.001958
export IMPL_drt_pass1_iter_count=4
export IMPL_postCtsSetupBuffers=0
export IMPL_clkTransAtPathRegs_ns=0.07
export IMPL_cts_htree_levels=2
export IMPL_fp_util_pct=42.23
export IMPL_outcome="complete, no violations"
export IMPL_startpoint_type="input port"
export IMPL_power_frac_comb_pct=33.7
export IMPL_reg2reg_slack_ns=3.20
export IMPL_reg2regPathDepth=2
export IMPL_ys_warn_count=1
export IMPL_pre_cts_ws_ns=0.09669
export IMPL_ys_cells=347
export IMPL_fin_ws_ns=0.1786
export IMPL_ys_seq_share_pct=22.65
export IMPL_ant_nets=0
export IMPL_io_buffers=100
export IMPL_overflow=0
export IMPL_path_cells="clkdlybuf4s50_1, mux2i_1, inv_1, ha_1, a21oi_1, o21ai_0, a221o_1, a211o_1, a21oi_1, nor3_1, clkdlybuf4s50_1"
export IMPL_n_antenna_cell=0
export IMPL_synth_cells=347
export IMPL_skew_ns=0
export IMPL_ios=101
export IMPL_gp_congestion=0.8574
export IMPL_synth_area_top_cells="ha_1 (27%), dfxtp_1 (23%), mux2i_1 (14%), inv_1 (8.8%), nor2b_1 (7.3%)"
export IMPL_met2_usage_pct=32.39
export IMPL_num_vias=2565
export IMPL_final_max_slew_viol_count=0
export IMPL_r2r_start="load_b_q$_SDFFE_PN0P_"
export IMPL_cellPowerDensity_nw_per_um2=214.6
export IMPL_final_area_um2=4130
export IMPL_seq_area_um2=660.6
[metal layers]
layer | vias up | routed length [µm] | part of all wire, %
met1 | 1098 | 3329 | 48
met5 | - | 0 | 0
met2 | 68 | 3149 | 46
li1 | 1394 | - | -
met4 | 0 | 40 | 0.58
met3 | 5 | 354 | 5.1
[area by class of cell]
| type | instances | share of cell area (%) |
|---|---|---|
| clock buffers | 5 | 1.666 |
| inverters | 68 | 6.180 |
| well taps | 96 | 2.908 |
| clock inverters | 3 | 0.4241 |
| multi-input cells | 238 | 48.05 |
| repair buffers | 103 | 24.78 |
| flip-flops and latches | 33 | 16.00 |
[through the flow]
| stage | instances | hold WS, ns |
|---|---|---|
| after floorplan | 347 | 0.4824 |
| after global placement | 538 | 0.4969 |
| after detailed placement | 538 | 0.5086 |
| after CTS | 546 | 0.5274 |
| after global routing | 546 | 0.5467 |
| final | 546 | 0.5248 |
[tightest hold or removal path: stages (launching register included)]
cell	delay, ns
dfxtp_1	0.33
mux2i_1	0.07
nor2b_1	0.10
[cell families (layout without fill, tap and decap cells)]
kind of cell	after synthesis	count (layout)	share of synthesized area, %
compound gates	53	53	10.60
fa+ha+maj	64	64	27.46
simple gates	81	81	15.57
flops	33	33	22.65
buf+inv	76	179	9.995
mux	40	40	13.73
[worst min-delay path by stage]
stage,to,slack (ns)
4_1_cts,field_q[7]$_SDFFE_PN0P_,0.53
5_1_grt,field_q[4]$_SDFFE_PN0P_,0.55
6_report,field_q[4]$_SDFFE_PN0P_,0.52
[registers in the layout, summed over array words and instances, names as in the netlist]
| name | count |
|---|---|
| field_q | 32 |
| load_b_q | 1 |
[power groups by stage]
stage	logic [µW]	registers, µW	clock network (µW)
finish	298	347	241
global route	339	350	270
CTS	299	347	252
[timing repair]
action	in CTS	in global routing
hold endpoints to repair	0	0
endpoints found under the setup margin	0	1
resized	0	3
[layout by cell type, fill, tap and decap left out, drive strengths merged, types with 3 or more instances in the layout]
cell type,instances
a21o,4
a21oi,30
buf,3
clkbuf,5
clkdlybuf4s50,100
dfxtp,33
ha,64
inv,68
mux2i,40
nand2,17
nand3,6
nand4,12
nor2,3
nor2b,34
nor3,3
nor4,4
o21ai,10
